### ./run.sh
#!/bin/bash
# OpenROAD 26Q1-2900-gdf79404cd8, Yosys 0.63+post, stock flow scripts
make -C /OpenROAD-flow-scripts/flow DESIGN_CONFIG=/design/flow/config.mk WORK_HOME=/design/flow/orfs finish
### ./config.mk
export PLATFORM = sky130hd
export DESIGN_NAME = arbiter
export DESIGN_NICKNAME = arbiter
export VERILOG_FILES = /design/flow/design.v
export SDC_FILE = /design/flow/constraint.sdc
export NUM_CORES = 4
export LEC_CHECK = 1
export CORE_UTILIZATION = 40
### ./constraint.sdc
current_design arbiter

set clk_period 4.4
set clk_io_pct 0.2

create_clock -name clk0 -period $clk_period [get_ports {axis_aclk}]

set non_clock_inputs [all_inputs -no_clocks]
set_input_delay [expr $clk_period * $clk_io_pct] -clock clk0 $non_clock_inputs
set_output_delay [expr $clk_period * $clk_io_pct] -clock clk0 [all_outputs]
### ./design.v
`timescale 1 ns / 1 ps
`default_nettype none
module arbiter
(
	input  wire          axis_aclk,
	input  wire          axis_aresetn,
	input  wire [31 : 0] s0a_axis_tdata,
	input  wire  		 s0a_axis_tvalid,                             
	output wire  		 s0a_axis_tready,
	input  wire  		 s0a_axis_tlast,
	input  wire [31 : 0] s0b_axis_tdata,
	input  wire          s0b_axis_tvalid,                             
	output wire          s0b_axis_tready,                           
	input  wire          s0b_axis_tlast,
	output wire [31 : 0] m0k_axis_tdata,  
	output wire          m0k_axis_tvalid,                            
	input wire           m0k_axis_tready,                              
	output wire          m0k_axis_tlast,
    output wire          m0k_axis_a,
    output wire          m0k_axis_b
);
reg arb;
wire [31:0] dat0, dat1;
wire dat0_last, dat1_last;
wire en, en1, sel1;
wire ack0, req0;
wire ack1, req1;
wire s_valid, s_ready;
elbuf u_elbuf0(
	.clk      (axis_aclk       ),
    .reset_n  (axis_aresetn    ),
    .s0_data  ({s0a_axis_tlast, s0a_axis_tdata}),
    .s0_valid (s0a_axis_tvalid ),
    .s0_ready (s0a_axis_tready ),
    .m0_data ({dat0_last, dat0}),
    .m0_valid (req0),
    .m0_ready (ack0)
);
elbuf u_elbuf1(
	.clk      (axis_aclk       ),
    .reset_n  (axis_aresetn    ),
    .s0_data  ({s0b_axis_tlast, s0b_axis_tdata}),
    .s0_valid (s0b_axis_tvalid ),
    .s0_ready (s0b_axis_tready ),
    .m0_data ({dat1_last, dat1}),
    .m0_valid (req1),
    .m0_ready (ack1)
);
wire [31:0] dat0_nxt;
wire dat0_nlast, dat0_nreq;
assign dat0_nxt = (arb) ? dat1 : dat0;
assign dat0_nlast = (arb) ? dat1_last: dat0_last;
assign dat0_nreq = (arb) ? req1 : req0;
assign {ack1, ack0} = (arb) ? {s_ready, 1'b0} : {1'b0, s_ready};
parameter S0 = 6'b0_1_0_10_0;
parameter S1 = 6'b0_1_1_01_0;
parameter S2 = 6'b0_0_1_00_0;
parameter S3 = 6'b0_1_1_10_1;
parameter S4 = 6'b0_0_1_00_1;
parameter S5 = 6'b0_0_0_00_0;   
parameter S6 = 6'b1_0_1_00_0;   
parameter S7 = 6'b1_0_1_00_1;   
reg [5:0] state, state_nxt;
always @(posedge axis_aclk or negedge axis_aresetn)
    if (~axis_aresetn) state <= S5;
    else          state <= state_nxt;
wire unlock, m_ready, m_valid, en0_0, en0_1, sel0;
always @*
    casez({state, unlock, dat0_nreq, m_ready})
        {S0, 3'b?1?} : state_nxt = S1;
        {S1, 3'b001} : state_nxt = S0;
        {S1, 3'b010} : state_nxt = S2;
        {S1, 3'b011} : state_nxt = S3;
        {S1, 3'b1?1} : state_nxt = S7;
        {S2, 3'b??1} : state_nxt = S3;
        {S3, 3'b001} : state_nxt = S0;
        {S3, 3'b010} : state_nxt = S4;
        {S3, 3'b011} : state_nxt = S1;
        {S3, 3'b1?1} : state_nxt = S6;
        {S4, 3'b??1} : state_nxt = S1;
        {S5, 3'b?1?} : state_nxt = S0;
        {S6, 3'b??1} : state_nxt = S5; 
        {S7, 3'b??1} : state_nxt = S5;
        default       state_nxt = state;
    endcase
reg unlock2;
always @(posedge axis_aclk or negedge axis_aresetn) if (~axis_aresetn) arb <= 1'b0; else if (state_nxt == S5) arb <= ~arb;
always @(posedge axis_aclk or negedge axis_aresetn) if (~axis_aresetn) unlock2 <= 1'b0; else if (state_nxt == S5) unlock2 <= 1'b0; else if (dat0_nlast) unlock2 <= 1'b1;
assign unlock = dat0_nlast | unlock2;
wire dat0_tail;
assign dat0_tail = state[5];
assign s_ready = state[4];
assign m_valid = state[3];
assign en0_0   = state[2] & dat0_nreq;
assign en0_1   = state[1] & dat0_nreq;
assign sel0    = state[0];
reg [31:0] dat0_r0, dat0_r1;
wire [31:0] dat0_r;
always @(posedge axis_aclk) if (en0_0) dat0_r0 <= dat0_nxt;
always @(posedge axis_aclk) if (en0_1) dat0_r1 <= dat0_nxt;
assign dat0_r = sel0 ? dat0_r1 : dat0_r0;
assign m_ready = m0k_axis_tready;
assign m0k_axis_tvalid = m_valid;
assign m0k_axis_tdata = dat0_r;
assign m0k_axis_tlast = dat0_tail;
assign m0k_axis_a = ~arb;
assign m0k_axis_b = arb;
endmodule
`default_nettype wire
module eb15_ctrl #(
    parameter S0 = 5'b1_0_10_0,
    parameter S1 = 5'b1_1_01_0,
    parameter S2 = 5'b0_1_00_0,
    parameter S3 = 5'b1_1_10_1,
    parameter S4 = 5'b0_1_00_1
) (
    input  s_valid,
    output s_ready,
    output m_valid,
    input  m_ready,
    output en0, en1, sel,
    input  clk, reset_n
);
reg [4:0] state, state_nxt;
always @(posedge clk or negedge reset_n)
    if (~reset_n) state <= S0;
    else          state <= state_nxt;
always @*
    casez({state, s_valid, m_ready})
        {S0, 2'b1?} : state_nxt = S1;
        {S1, 2'b01} : state_nxt = S0;
        {S1, 2'b10} : state_nxt = S2;
        {S1, 2'b11} : state_nxt = S3;
        {S2, 2'b?1} : state_nxt = S3;
        {S3, 2'b01} : state_nxt = S0;
        {S3, 2'b10} : state_nxt = S4;
        {S3, 2'b11} : state_nxt = S1;
        {S4, 2'b?1} : state_nxt = S1;
        default       state_nxt = state;
    endcase
assign s_ready = state[4];
assign m_valid = state[3];
assign en0     = state[2] & s_valid;
assign en1     = state[1] & s_valid;
assign sel     = state[0];
endmodule
module elbuf (
    input              clk,
    input              reset_n,
    input       [32:0] s0_data,
    input              s0_valid,
    output             s0_ready,
    output      [32:0] m0_data,
    output             m0_valid,
    input              m0_ready
);
wire      [32:0] dat0, dat0_nxt;
assign dat0_nxt = s0_data; 
assign m0_data = dat0; 
wire en0_0, en0_1, sel0;
reg [32:0] dat0_r0, dat0_r1;
always @(posedge clk) if (en0_0) dat0_r0 <= dat0_nxt;
always @(posedge clk) if (en0_1) dat0_r1 <= dat0_nxt;
assign dat0 = sel0 ? dat0_r1 : dat0_r0;
elbuf_ctrl u_elbuf_ctrl(
	.clk      (clk      ),
    .reset_n  (reset_n  ),
    .s0_valid (s0_valid ),
    .s0_ready (s0_ready ),
    .m0_valid (m0_valid ),
    .m0_ready (m0_ready ),
    .en0_0    (en0_0    ),
    .en0_1    (en0_1    ),
    .sel0     (sel0     )
);
endmodule
`default_nettype none
module elbuf_ctrl (
    input   wire           clk,
    input   wire           reset_n,
    input   wire           s0_valid,
    output  wire           s0_ready,
    output  wire           m0_valid,
    input   wire           m0_ready,
    output  wire           en0_0,
    output  wire           en0_1,
    output  wire           sel0
);
wire             req0, ack0, ack0_0, req0_0;
assign req0 = s0_valid;
assign s0_ready = ack0;
wire ack0m, req0m;
eb15_ctrl u_eb15_ctrl(
	.s_valid (req0 ),
    .s_ready (ack0 ),
    .m_valid (req0m ),
    .m_ready (ack0m ),
    .en0     (en0_0 ),
    .en1     (en0_1 ),
    .sel     (sel0  ),
    .clk     (clk   ),
    .reset_n (reset_n )
);
assign req0_0 = req0m;
assign ack0m = ack0_0;
assign m0_valid = req0_0;
assign ack0_0 = m0_ready;
endmodule  
`default_nettype wire
==> writeup.txt <==
The flow ran to the end, and the final reports show no timing, DRC or antenna violations. The run gives 0.407 as the core utilization before placement. The run gives 22 for the total CTS buffers.

The cell at the slowest stage of the critical path is dfrtp_2. Proportion of power drawn by the clock network: 0.312. For the slack of the worst reg-to-reg path, the log shows 1.65 ns. The cell area after synthesis is 8520 um2, and the worst-case reg-to-reg path depth is 7.

According to the report, the first pass of detailed routing completed in 4 iterations. End of the critical path: m0k_axis_tdata[7]. The routed design shows a via density per instance of 5.11. For this run, design rule violations remaining after detail routing come to 0. The report lists the number of standard-cell rows as 53. The synthesized-area fraction occupied by adder cells is 0. By instance count after routing, the leading logic cell types are 196 x edfxtp_1, 108 x clkdlybuf4s50_1, 37 x a21oi_1. Die extent in x: 148 um. STA classifies the critical path endpoint as an output port.

Summed over all nets, the half-perimeter wirelength after detailed placement is 10300 um. Cell at the root of the clock tree: clkbuf_16. The run gives 148 um for the height of the chip.

According to the hold report, the worst path is of the reg -> reg type. The count of input and output buffers was 108. The worst setup path startpoint is state[0]$_DFF_PN0_. The multiplexer area fraction after synthesis was 0.0878. The type of the worst setup path is reg -> out.

Along the worst path, the maximum fanout reaches 22. Once the clock tree was built, the resizer swapped 0 gates to a different size. Worst slack after detailed placement: 1.60 ns. Per the layout area report, the combinational gate area comes to 2060 um2.

In this run, synthesis inferred 196 flip-flops with an integrated enable. For reference, the final report shows the max-slew violation count at 0. The maximum root-to-sink buffer count is 3. The worst setup path is launched from a flip-flop. Dividing total power by cell area gives a power density of 527 nW/um2. The switching power summed over all nets came out at 1.29 mW. The clock slew seen by the registers of the worst setup and hold paths is 0.06 ns, and the overall overflow remaining after global route is 0. The global-route usage over all layers was 0.162. For the clock latency on the worst-skew pair, the log shows 0.50 ns. The final layout report lists a filler cell count of 1731.

In the post-route analysis, the smallest setup slack over all paths is 1.25 ns. The number of hold buffers added after CTS is 0, and the yosys cell count is 525. In this run, the number of DRC markers left after iteration 0 of detailed routing was 219. VDD sags by at most 302 uV.

The share of total power consumed by net switching was 0.231; the compound-gate portion of the synthesized area was 0.0767. Internal power comes to 4.29 mW. With the maximum level of the CTS H-tree at 1, the data required time at the worst endpoint is 3.52 ns. The critical path crosses 3 cells after its start point.

Number of inserted diodes: 0. The first global-routing pass estimated 24800 um of wire. The longest incremental delay of any stage on the critical path is reported as 0.59 ns. The timing report attributes the biggest portion of critical-path delay to buffers and inverters. Summed over all failing endpoints, the final setup total negative slack is 0 ns. The synthesized instance count is 525. TritonCTS built the clock tree. The run gives 0 as the antenna violation net count after detailed routing.

The run gives 214 as the TritonCTS sink count. For the number of global-route vias before repair, the log shows 4694. Total power for the finished layout comes to 5.58 mW. Per the timing report, the most critical flop-to-flop path finishes at u_elbuf1.u_elbuf_ctrl.u_eb15_ctrl.state[0]$_DFFE_PN0P_. In this run, distinct cell masters in the synthesized netlist total 53. Final period utilization: 0.716. At the worst endpoint, the arrival time is 2.27 ns. The part of the total power dissipated in sequential elements is 0.511. The post-synthesis share of cell area spent on xor and xnor gates was 0.00206. The clock skew after layout was 0.0184 ns. The transition time recorded at the tightest slew-check pin is 0.921 ns. For this run, the chip area from Yosys synthesis comes to 8520 um2. Leaving out fill and tap cells, the most frequent cell in the layout is edfxtp_1. Portion of total power attributed to combinational logic: 0.177.

Per the detailed-route log, wirelength across all metal layers totals 15800 um. In the final routed layout, each cell accounts on average for 17.1 um. The tools report the boundary pin count as 109. The sequential cells in the finished layout cover a total of 6350 um2. Along the critical path, the tally of buffer and inverter instances is 2. Dominant synthesized flop cell: edfxtp_1. The OpenROAD warning count works out to 25. For reference, the critical path cell chain is buf_4 > mux2_2 > clkdlybuf4s50_1. The launch instance of the worst register-to-register path is arb$_DFFE_PN0N_. The Yosys step of the flow raised 3 warnings. The area overhead of the layout relative to synthesis was 24.3%. The final weighted congestion recorded by global placement is 0.808. The synthesis stat section lists a flop and latch total of 214.

The count of endpoints failing setup in the final report was 0; the number of antenna violations at the first check in global routing was 0. The ratio of cells with drive above 1 in the final layout is 0.134. Setup repair after global routing left no endpoint under its margin. Number of post-CTS setup repair buffers: 0.

The post-synthesis area per instance was 16.2 um2; the total die area was 21900 um2. With the minimum clock period at 3.15 ns, the highest achievable clock rate is 317 MHz. Simple-gate share of the synthesized area: 0.0727.

The tools report the sequential cell area fraction in the yosys report as 0.744. The top logic cell family in the synthesized netlist was multiplexers. Endpoints failing hold in the final report were tallied at 0. The async set or reset register ratio after synthesis was 0.0841.

The detailed router placed 4727 vias in this run. Entering global routing, the biggest net connects 40 pins. For the remaining max-slew budget at the tightest pin, the log shows 0.386.

The logs give 0 for the number of max-cap violations and 3.60 nW for the leakage component of the power. The total area inside the core boundary comes to 21000 um2.
[power by group through the flow]
stage	registers (mW)	logic, mW	clock network [mW]
CTS	2.85	1.02	1.80
global route	2.89	1.10	1.88
finish	2.85	0.988	1.74
[synthesized netlist by cell type, drive strengths merged, types with 8 or more instances]
master / number / area, um2
a211oi: 32 / 240
a21oi: 37 / 185
buf: 14 / 58.8
clkbuf: 14 / 52.6
dfrtp: 14 / 350
edfxtp: 196 / 5890
inv: 8 / 30.0
mux2: 35 / 394
mux2i: 35 / 354
nand2: 17 / 63.8
nand3: 14 / 70.1
nor2: 11 / 41.3
nor2b: 37 / 231
[stage by stage]
| stage | cells | util | hold slack [ns] | area, um2 |
|---|---|---|---|---|
| 6_report | 925 | 0.505 | 0.546 | 10600 |
| 2_1_floorplan | 525 | - | 0.491 | 8520 |
| 3_3_place_gp | 887 | 0.473 | 0.526 | 9910 |
| 3_5_place_dp | 887 | 0.473 | 0.539 | 9910 |
| 5_1_grt | 925 | 0.505 | 0.558 | 10600 |
| 4_1_cts | 925 | 0.505 | 0.548 | 10600 |
[worst min-delay path by stage]
stage | start | endpoint | slack (ns) | depth (start not counted)
5_1_grt | u_elbuf0.u_elbuf_ctrl.u_eb15_ctrl.state[2]$_DFFE_PN1P_ | u_elbuf0.u_elbuf_ctrl.u_eb15_ctrl.state[2]$_DFFE_PN1P_ | 0.56 | 2
6_report | u_elbuf0.u_elbuf_ctrl.u_eb15_ctrl.state[2]$_DFFE_PN1P_ | u_elbuf0.u_elbuf_ctrl.u_eb15_ctrl.state[2]$_DFFE_PN1P_ | 0.55 | 2
4_1_cts | u_elbuf0.u_elbuf_ctrl.u_eb15_ctrl.state[2]$_DFFE_PN1P_ | u_elbuf0.u_elbuf_ctrl.u_eb15_ctrl.state[2]$_DFFE_PN1P_ | 0.55 | 2
[worst reg2reg max path: stages (launching register included)]
cell and delay, ns:
dfrtp_2 0.82, buf_4 0.50, nand3_1 0.18, mux2_2 0.30, or3b_1 0.38, a21o_1 0.21
nand3_1 0.09, o311ai_0 0.13
[flip-flops by register name (all words and copies together), names as in the netlist]
name and count:
u_elbuf0.u_elbuf_ctrl.u_eb15_ctrl.state 5, state 6, u_elbuf1.dat0_r1 33, u_elbuf1.u_elbuf_ctrl.u_eb15_ctrl.state 5, u_elbuf0.dat0_r1 33, arb 1
dat0_r0 32, dat0_r1 32, u_elbuf1.dat0_r0 33, u_elbuf0.dat0_r0 33, unlock2 1
[kinds of logic (layout without fill, tap and decap cells)]
| kind of cell | Yosys count | count (layout) |
|---|---|---|
| AOI/OAI and AO/OA | 97 | 97 |
| muxes | 70 | 70 |
| and+or+nand+nor | 106 | 106 |
| DFF | 214 | 214 |
| xor gates and xnor gates | 2 | 2 |
| buffers and inverters | 36 | 161 |
[layout make-up]
class,count,area share
timing repair buffer,115,0.107
sequential,214,0.599
clock inverter,11,0.0105
multi-input combinational,275,0.194
clock buffer,27,0.0537
tap,275,0.0325
inverter,8,0.00283
[layer usage]
layer | GRT usage | up-vias | part of all wire
met5 | 0.00455 | - | 0
met2 | 0.256 | 166 | 0.51
met4 | 0.0335 | 0 | 0.021
met3 | 0.0450 | 28 | 0.071
li1 | - | 2273 | -
met1 | 0.246 | 2260 | 0.40
Power is estimated from default activity; no workload was simulated.
